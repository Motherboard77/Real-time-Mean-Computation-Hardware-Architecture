==> ./design.v <==
`timescale 1ns / 1ps
module mean_datapath(data_in,select,load,data_out,clock);
input [15:0] data_in;
input [5:0] select;
input [2:0]load;
input clock;
output [15:0] data_out;  
wire [15:0] w[14:0] ;
wire c_out;
demux_1to2_16bit DEMUX1(data_in,select[0],w[0],w[7]);
mux_2to1_16bit MUX1(w[0],w[6],select[1],w[1]);
demux_1to2_16bit DEMUX2(w[1],select[2],w[2],w[8]);
mux_2to1_16bit MUX2(w[2],w[13],select[3],w[3]);
PIPO REG1(w[3],clock,load[2],w[4]);
demux_1to2_16bit DEMUX3(w[4],select[5],w[6],w[5]);
PIPO REG2(w[5],clock,load[0],data_out);
shifter_1bit SHIFT1(clock,w[8],w[9]);
shifter_1bit SHIFT2(clock,w[7],w[10]);
mux_2to1_16bit MUX3(w[10],1'b0,select[4],w[11]);
ADDER_16BIT ADDER1(w[9],w[11],1'b0,w[12],c_out);
PIPO REG3(w[12],clock,load[1],w[13]);
endmodule
module mux_2to1_16bit(a,b,sel,data_out);
input [15:0] a;
input [15:0] b;
input sel;
output [15:0] data_out;
assign data_out = sel ? b:a;
endmodule
module demux_1to2_16bit(data_in,sel,out0,out1);
input [15:0] data_in;
input sel;
output reg [15:0] out0;
output reg [15:0] out1;
always @(*)
begin
case(sel)
    1'b0: begin
          out0 = data_in;
          out1 = 16'b0;
          end
    1'b1: begin
          out0 = 16'b0;
          out1 = data_in;
          end
endcase
end
endmodule
`timescale 1ns / 1ps
module PIPO(a,clock,load,reg_out);
parameter n = 15;
input [15:0] a;
input clock;
input load;
output reg [n:0] reg_out;
always @(posedge clock)
begin
    if(load)
    reg_out <= a;
end
endmodule
`timescale 1ns / 1ps
module shifter_1bit(clock,data_in,data_out);
input clock;
input [15:0] data_in;
output reg [15:0] data_out;
always@(posedge clock)
begin
data_out = data_in >> 1;    
end
endmodule
`timescale 1ns / 1ps
module ADDER_16BIT(a,b,c_in,sum,c_out);
input [15:0] a;
input [15:0] b;
input c_in;
output [15:0] sum;
output c_out;
assign {c_out,sum} = a+b+c_in;
endmodule
==> ./run.sh <==
#!/bin/bash
# OpenROAD 26Q1-2900-gdf79404cd8, Yosys 0.63+post, stock flow scripts
make -C /OpenROAD-flow-scripts/flow DESIGN_CONFIG=/design/flow/config.mk WORK_HOME=/design/flow/orfs finish
==> ./config.mk <==
export PLATFORM = sky130hd
export DESIGN_NAME = mean_datapath
export DESIGN_NICKNAME = mean_datapath
export VERILOG_FILES = /design/flow/design.v
export SDC_FILE = /design/flow/constraint.sdc
export NUM_CORES = 4
export LEC_CHECK = 1
export CORE_UTILIZATION = 30
==> ./constraint.sdc <==
current_design mean_datapath

set clk_period 14.8
set clk_io_pct 0.2

create_clock -name clk0 -period $clk_period [get_ports {clock}]

set non_clock_inputs [all_inputs -no_clocks]
set_input_delay [expr $clk_period * $clk_io_pct] -clock clk0 $non_clock_inputs
set_output_delay [expr $clk_period * $clk_io_pct] -clock clk0 [all_outputs]
==> insert_results.sql <==
-- implementation run metrics
INSERT INTO impl_metrics (metric_group, metric, value, unit) VALUES
('outcome', 'status', 'completed', ''),
('final_timing', 'setup_total_negative_slack', '0', 'ns'),
('final_timing', 'report.final.setup_viol', '0', ''),
('die', 'placement_rows', '39', ''),
('routing', 'drt_first_pass_iters', '4', ''),
('clock_tree', 'hold_buffers', '0', ''),
('critical_path', 'crit_required', '14.87', 'ns'),
('die', 'fp_util', '30.9', '%'),
('final_timing', 'slew_viol_final', '0', ''),
('synth', 'top_cells_by_area', 'edfxtp_1, dfxtp_1, and2_1', ''),
('layout', 'post_route_cells_drive_above_1_share', '9.09', '%'),
('power_and_ir_drop', 'p_leak', '0.00173', 'uW'),
('synth', 'syn-mean-instance-area', '12.6', 'sq um'),
('routing', 'route.detailed.drc', '0', ''),
('global_routing', 'grtUsageTotal', '13.5', '%'),
('clock_tree', 'tritoncts', 'built', ''),
('synth', 'post_synthesis_instance_total', '280', ''),
('clock_tree', 'clk_transition_reported_paths', '0.06', 'ns'),
('clock_tree', 'clk_path_buf_depth', '2', ''),
('synth', 'synth_sequential_area_ratio', '57.9', '%'),
('layout', 'multiInputGateArea', '0.00143', 'sq mm'),
('routing', 'detailroute.via_count', '2306', ''),
('synth', 'yosys-stat-cells', '280', ''),
('routing', 'via_per_inst', '4.88', ''),
('critical_path', 'setup.worst_path.end_class', 'flip-flop', ''),
('placement', 'detailed_place_hpwl', '5.06', 'mm'),
('final_timing', 'worst_pin_slew', '0.794', 'ns'),
('global_routing', 'grt_remaining_overflow', '0', ''),
('final_timing', 'rsz0062_at_grt', 'false', ''),
('final_timing', 'final.min_clock_period', '5.69', 'ns'),
('critical_path', 'timing.critical_path.cells', 'clkdlybuf4s50_1, nor2b_1, ha_1, fa_1, a211oi_1, o21ai_0, a31oi_1, o21ai_0, xor2_1', ''),
('power_and_ir_drop', 'vdd_drop_max', '0.0654', 'mV'),
('placement', 'gp_congestion', '0.863', ''),
('critical_path', 'worst-path-max-fanout', '15', ''),
('clock_tree', 'cts_resized', '0', ''),
('clock_tree', 'clk_latency_worst_skew_pair', '0.33', 'ns'),
('final_timing', 'fin_worst_hold_slack', '0.532', 'ns'),
('final_timing', 'clock_skew', '0.00545', 'ns'),
('synth', 'netlist_area_before_placement', '0.00352', 'sq mm'),
('clock_tree', 'post_cts.repair.setup_buffers', '0', ''),
('synth', 'synthDominantCellAreaShare', '40.9', '%'),
('synth', 'flops_after_synth', '78', ''),
('power_and_ir_drop', 'power_per_cell_area', '121', 'mW/mm^2'),
('synth', 'synth_warnings', '4', ''),
('critical_path', 'worstSetupPathType', 'in2reg', ''),
('global_routing', 'global_route_wire_length_before_repair', '11.9', 'mm'),
('global_routing', 'grt_max_degree', '18', ''),
('min_path', 'timing.hold.worst.class', 'reg2reg', ''),
('critical_path', 'cpMaxStageDelayCell', 'clkdlybuf4s50_1', ''),
('critical_path', 'critical_path.most_common_cell', 'o21ai_0', ''),
('synth', 'synth_top_cell_by_area', 'edfxtp_1', ''),
('clock_tree', 'htree_num_levels', '3', ''),
('synth', 'ys.flop_type', 'edfxtp_1', ''),
('job', 'tool_warnings', '25', ''),
('global_routing', 'antenna_found_initial', '0', ''),
('clock_tree', 'cts.sink_count', '78', ''),
('placement', 'io_buffers', '41', ''),
('final_timing', 'fmax', '0.176', 'GHz'),
('final_timing', 'min_period_over_period', '38.4', '%'),
('die', 'core', '0.0114', 'sq mm'),
('job', 'max_cap_violations', '0', ''),
('critical_path', 'max_stage_delay', '0.94', 'ns'),
('die', 'die.size.x', '110', 'um'),
('routing', 'antennaDiodeCount', '0', ''),
('layout', 'fillerInstances', '1072', ''),
('routing', 'initialDrtViolationCount', '115', ''),
('routing', 'avgRoutedWirePerCell', '15.9', 'um'),
('synth', 'netlist-cell-type-count', '41', ''),
('synth', 'synth-edff-count', '48', ''),
('synth', 'yosys.stat.chipArea', '0.00352', 'sq mm'),
('routing', 'antenna_violating_nets_post_route', '0', '');
## area by class of cell
cell class / instances / area share, %
Tap cell: 143 / 4.05
Sequential cell: 78 / 46.2
Clock inverter: 6 / 1.95
Inverter: 2 / 0.170
Timing Repair Buffer: 46 / 10.1
Multi-Input combinational cell: 188 / 32.3
Clock buffer: 10 / 5.18
## through the flow
| step | util, % | worst slack, ns | total power [uW] | std cells |
|---|---|---|---|---|
| global placement | 36.0 | 8.79 | 308 | 457 |
| CTS | 38.7 | 9.06 | 539 | 473 |
| global route | 38.7 | 8.87 | 554 | 473 |
| detailed placement | 36.0 | 8.74 | 308 | 457 |
| floorplan | - | 9.70 | 282 | 280 |
| finish | 38.7 | 9.11 | 534 | 473 |
## where the power goes
part | switching [uW] | internal (uW)
logic | 23.9 | 26.9
registers | 5.37 | 247
clock network | 83.6 | 147
## critical path, delay by kind of cell
family	cells	cell delay [ns]
compound gates	4	0.90
xor+xnor	1	0.16
fa+ha+maj	2	0.69
buf+inv	1	0.94
simple gates	1	0.12
## cell families after synthesis
group / share of synthesized area, %
compound gates: 17.0
xor+xnor: 2.48
fa+ha+maj: 5.89
buf+inv: 1.49
flops: 57.9
simple gates: 15.2
## path summary, 6_finish.rpt
check                                startpoint                             to  slack [ns]  depth (start not counted)
setup / recovery                      select[4]     REG3.reg_out[12]$_DFFE_PP_        9.11                          9
hold / removal        REG1.reg_out[0]$_DFFE_PP_  REG2.reg_out[0]$_SDFFCE_PN0P_        0.53                          1
setup reg to reg  SHIFT2.data_out[0]$_SDFF_PN0_     REG3.reg_out[12]$_DFFE_PP_       12.38                          8
hold reg to reg       REG1.reg_out[0]$_DFFE_PP_  REG2.reg_out[0]$_SDFFCE_PN0P_        0.53                          1
## sequential cells by signal (all words and copies together) (netlist names)
register,count
REG1.reg_out,16
REG2.reg_out,16
SHIFT1.data_out,15
SHIFT2.data_out,15
REG3.reg_out,16
## cells in the final DEF (no fill, tap or decap), types with 3 or more instances in the layout
cell type	instances
nand2_1	4
and2_1	47
a22o_1	30
o311ai_2	3
xor2_1	5
edfxtp_1	48
a21oi_1	11
o21ai_0	10
clkdlybuf4s50_1	41
nand4_1	3
clkbuf_16	9
xnor2_1	5
a21o_1	6
buf_4	5
nor2_1	5
dfxtp_1	30
nor2b_1	16
ha_1	15
## per-layer routing
metal | GRT usage [%] | vias to the layer above | share of wire [%]
met5 | 0 | - | 0
met4 | 2.07 | 0 | 1.7
met3 | 3.77 | 12 | 6.3
met2 | 22.3 | 73 | 47
met1 | 18.7 | 1090 | 45
li1 | - | 1131 | -
No activity file was given, so power comes from the tool's default toggle rates.
