<file path="config.mk">
export PLATFORM = sky130hd
export DESIGN_NAME = mean_controller
export DESIGN_NICKNAME = mean_controller
export VERILOG_FILES = /design/flow/design.v
export SDC_FILE = /design/flow/constraint.sdc
export NUM_CORES = 4
export LEC_CHECK = 1
export CORE_AREA = 10 10 70 70
export DIE_AREA = 0 0 80 80
</file>
<file path="constraint.sdc">
current_design mean_controller

set clk_period 1.1
set clk_io_pct 0.2

create_clock -name clk0 -period $clk_period [get_ports {clock}]

set non_clock_inputs [all_inputs -no_clocks]
set_input_delay [expr $clk_period * $clk_io_pct] -clock clk0 $non_clock_inputs
set_output_delay [expr $clk_period * $clk_io_pct] -clock clk0 [all_outputs]
</file>
<file path="design.v">
`timescale 1ns / 1ps
module mean_controller(clock,sel,load,reset,mem_scan_done);
input clock;
output reg [5:0] sel;
output reg [2:0] load;
output reg reset;
input mem_scan_done;
reg [1:0] state; 
always @(posedge clock)
begin
    case(state)
        2'b00: begin
                sel[0] <= 0; sel[1]<=0;  sel[2]<=0; sel[3]<=0; sel[5]<=0;
                load[0] <=0; load[1]<=1; load[2]<=1; reset <= 0 ;
                state <= 2'b01;
                end 
        2'b01: begin
                if(mem_scan_done)
                    begin
                    state <= 2'b11;
                    end
                else
                state <= 2'b10;
                end
        2'b10: begin
                sel[0] <= 1; sel[1]<=1;  sel[2]<=1; sel[4]<=0; sel[3]<=1; sel[5]<=0;
                load[0] <=0; load[1]<=1; load[2]<=1;
                state <= 2'b01;
                end
        2'b11: begin
                reset <= 1;
                load[0] <= 1; 
                sel[5] <= 1;
                state <= 2'b11;
                end
    endcase
end
endmodule
</file>
<file path="run.sh">
#!/bin/bash
# OpenROAD 26Q1-2900-gdf79404cd8, Yosys 0.63+post, stock flow scripts
make -C /OpenROAD-flow-scripts/flow DESIGN_CONFIG=/design/flow/config.mk WORK_HOME=/design/flow/orfs finish
</file>
==> impl_metrics.csv <==
group,metric,value,unit
run_status,status,"finished with violations",
run_status,violations,"setup timing",
layout,layout-drive-gt1-share,28.1,%
setup_path,cpMostUsedCell,"buf_6",
sta,fin_worst_skew,0.00527,ns
layout,final-instance-count-excl-fill,78,
setup_path,reg2reg_from,"state[0]$_DFF_P_",
cts,cts_made_buffers,3,
route,wl_met2,121,um
worst_hold_path,hp-class,"in2reg",
sta,setup_tns,-0.0186,ns
route,wl_per_cell,5.38,um
power,pwr-share-seq,42.5,%
logic_synthesis,edf_count,3,
layout,area_growth,45.2,%
route,drc_errors,0,
logic_synthesis,ys_chip_area,274,um^2
logic_synthesis,top_area_cell,"edfxtp_1",
sta,fin_crit,1.11,ns
logic_synthesis,top_cell,"buf_4",
global_route,first_global_vias,163,
layout,post-route-cell-area,398,um^2
placed_design,post-place-ws,0.0336,ns
power,internal-power,0.594,mW
logic_synthesis,synth_async_sr_flop_share,0,%
sta,final.period_utilization,101,%
sta,rsz0062_at_grt,"true",
cts,cts_tree,"done",
setup_path,worst_ep_arrival_time,0.89,ns
logic_synthesis,synth-seq-cells,5,
route,totalWireLength,420,um
route,ant_nets,0,
route,routed-via-count,154,
placed_design,dp_cells,73,
power,p_total,0.792,mW
layout,final_util,11.6,%
run,warnings,30,
setup_path,end_kind,"primary output",
cts,clock-root-buffer,"clkbuf_4",
logic_synthesis,ys_seq_share,47.5,%
run,maxCapViolations,0,
power,p_sw,0.198,mW
power,switching_share,25.0,%
cts,ctsLongestPathBuffers,2,
floorplanning,chip_area,0.00640,mm^2
floorplanning,initCoreUtil,8.02,%
logic_synthesis,synthTopCellsByCount,"7 x buf_4, 4 x ha_1, 4 x inv_1",
global_route,grt_max_degree,4,
logic_synthesis,syn_area,274,um^2
setup_path,path_cells,"buf_6 > buf_6",
placed_design,dp_hpwl,342,um
route,met1Wirelength,146,um
route,first_pass_iters,2,
sta,fmax,901,MHz
sta,drv_slew,0,
cts,clkTransAtPathRegs,0.04,ns
global_route,gr-total-overflow,0,
floorplanning,ios,12,
global_route,grt_pass1_wl,683,um
worst_hold_path,min-delay-start,"mem_scan_done",
floorplanning,die_w,80,um
route,drt-initial-drc-count,13,
logic_synthesis,topCellsByArea,"edfxtp_1 33%, buf_4 19%, ha_1 18%",
logic_synthesis,synth.distinct_cells,8,
logic_synthesis,synthFlopType,"edfxtp_1",
sta,whs,0.548,ns
floorplanning,die_y,80,um
setup_path,path_max_fanout,3,
route,antenna_cells,0,
setup_path,cp_num_buf_inv,2,
cts,clkSinkCount,5,
logic_synthesis,synth_area_per_cell,11.0,um^2
setup_path,critPathLaunch,"sel[0]$_DFFE_PP_",
cts,htreeDepth,1,
power,power.share.clock,26.8,%
placed_design,numPortBuffers,8,
power,p_comb_share,30.7,%
global_route,antenna_found_initial,0,
placed_design,gp_congestion,0.711,
logic_synthesis,ys_cells,25,
sta,layout_setup_ws,-0.00937,ns
logic_synthesis,ys_warn_count,1,
global_route,track_usage,1.47,%
setup_path,crit_family,"flip-flops",
route,via_per_inst,1.97,
power,leakagePower,0.177,nW
floorplanning,fp-row-count,21,
logic_synthesis,synth_top_area_share,32.9,%
floorplanning,core_area,0.00342,mm^2
sta,hold_violations,0,
cts,clk_latency,0.25,ns
setup_path,reg2reg_slack,0.08,ns
setup_path,start_kind,"flop",
power,peakVddDrop,0.458,mV
route,route.met3.wl,152,um
logic_synthesis,synthCells,25,
sta,setup_viol,2,
setup_path,worst_path_largest_cell_delay,0.41,ns
placed_design,place_area,363,um^2
setup_path,required,0.88,ns
route,top_layer,"met3",
setup_path,critPathKind,"reg2out",
setup_path,slowest_stage,"edfxtp_1",
power,p_per_area,1990,mW/mm^2
[cell type report]
| type | count | area (um^2) |
|---|---|---|
| fill | 394 | 3020 |
| sequential | 5 | 133 |
| timing repair buffer | 9 | 86.3 |
| multi-input combinational | 10 | 80.1 |
| tap | 46 | 57.6 |
| clock buffer | 4 | 26.3 |
| inverter | 4 | 15.0 |
[routing by layer]
layer | up-vias | global-route usage [%]
li1 | 77 | -
met1 | 62 | 1.35
met2 | 15 | 1.61
met3 | 0 | 2.61
met4 | 0 | 0
met5 | - | 0
[power by group through the flow]
| stage | clock network [mW] | registers, mW | logic, mW |
|---|---|---|---|
| after CTS | 0.219 | 0.331 | 0.249 |
| after global routing | 0.241 | 0.349 | 0.289 |
| final | 0.212 | 0.336 | 0.243 |
[state kept, by name (all words and copies together), names as in the netlist]
| name | flops |
|---|---|
| state | 2 |
| reset | 1 |
| load | 1 |
| sel | 1 |
[cell usage in the layout (no fill, tap or decap)]
| cell type | count |
|---|---|
| buf_6 | 3 |
| clkbuf_1 | 1 |
| clkbuf_2 | 1 |
| clkbuf_4 | 3 |
| clkdlybuf4s15_1 | 2 |
| clkdlybuf4s50_1 | 1 |
| conb_1 | 3 |
| dfxtp_2 | 2 |
| dlygate4sd2_1 | 2 |
| edfxtp_1 | 3 |
| ha_1 | 4 |
| inv_1 | 4 |
| nand2b_1 | 1 |
| or2_1 | 2 |
[cells by family after synthesis]
family | Yosys count | synth area share, %
adders and majority gates | 4 | 18.3
buffers and inverters | 11 | 24.7
DFF | 5 | 47.5
other | 2 | 2.74
and+or+nand+nor | 3 | 6.85
[final timing paths]
| path | to | cells past startpoint |
|---|---|---|
| max reg2reg | sel[0]$_DFFE_PP_ | 3 |
| min | state[0]$_DFF_P_ | 2 |
| max | sel[1] | 2 |
| min reg2reg | sel[0]$_DFFE_PP_ | 1 |
[what timing repair did]
item | CTS | global route
buffers inserted | 1 | 0
hold buffers | 0 | 0
resized | 16 | 4
endpoints found under the setup margin | 7 | 8
hold endpoints to repair | 0 | 0
Power figures rest on the tool's default switching activity, not on a simulated workload.
